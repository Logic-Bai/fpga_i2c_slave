==> flow/design.v <==
module edge_detector(
    input clk,
    input sig,
    output pos_edge,
    output neg_edge
);
reg sig_dly_0;         
reg sig_dly_1;         
reg sig_dly_2;         
reg sig_dly_3;         
always @ (posedge clk)
begin
    sig_dly_0 <= sig;
    sig_dly_1 <= sig_dly_0;
    sig_dly_2 <= sig_dly_1;
    sig_dly_3 <= sig_dly_2;
end
assign pos_edge = sig_dly_2 & (~sig_dly_3);
assign neg_edge = (~sig_dly_2) & sig_dly_3;
endmodule
module i2c_slave(
    input  mod_clk,
    input  i2c_sda_in,
    output i2c_sda_out,
    input  i2c_clk,
    input  [7:0] i2c_data_in,
    output [7:0] i2c_reg_addr,
    output [7:0] i2c_data_out,
    output i2c_data_transfer_dir,
    output i2c_data_transfer_done
);
parameter I2C_SLAVE_DEVICE_ADDR = 7'h45;
reg i2c_sda_out_ctr = 1;
assign i2c_sda_out = i2c_sda_out_ctr;
reg i2c_data_transfer_en_r = 0;
reg i2c_data_transfer_done_r = 0;
wire i2c_clk_pos_edge;
wire i2c_clk_neg_edge;
wire i2c_sda_pos_edge;
wire i2c_sda_neg_edge;
edge_detector i2c_clk_detector(
    .clk(mod_clk),
    .sig(i2c_clk),
    .pos_edge(i2c_clk_pos_edge),
    .neg_edge(i2c_clk_neg_edge)
);
edge_detector i2c_sda_detector(
    .clk(mod_clk),
    .sig(i2c_sda_in),
    .pos_edge(i2c_sda_pos_edge),
    .neg_edge(i2c_sda_neg_edge)
);
wire i2c_start = i2c_clk & i2c_sda_neg_edge;
wire i2c_stop = i2c_clk & i2c_sda_pos_edge;
reg [2:0]   i2c_state_machine = 0;
parameter   I2C_STAT_IDLE           = 3'd0;    
parameter   I2C_GET_DEVICE_ADDR     = 3'd1;    
parameter   I2C_GET_REG_ADDR        = 3'd2;    
parameter   I2C_MASTER_WRITE_REG    = 3'd3;    
parameter   I2C_MASTER_READ_REG     = 3'd4;    
reg i2c_transfer_direction = 0;
parameter   I2C_MASTER_READ     = 1'd0;    
parameter   I2C_MASTER_WRITE    = 1'd0;    
reg [7:0] i2c_slave_input_shift   = 0;
reg [7:0] i2c_slave_output_shift  = 0;
wire i2c_ack_status = i2c_sda_in;
reg [7:0] i2c_reg_addr_r = 0;
assign i2c_reg_addr = i2c_reg_addr_r;
assign i2c_data_transfer_done = i2c_data_transfer_done_r;
assign i2c_data_transfer_dir = i2c_transfer_direction;
assign i2c_data_out = i2c_slave_input_shift;
reg [3:0] i2c_neg_bit_cnt = 4'd0;
reg [3:0] i2c_pos_bit_cnt = 4'd0;
parameter I2C_ACK_BIT_CNT = 4'd9 - 1;
reg i2c_start_status = 0;
always @ (posedge mod_clk)
begin
    if (i2c_stop) begin
        i2c_state_machine <= I2C_STAT_IDLE;
    end
    else if (i2c_start) begin
        i2c_state_machine <= I2C_GET_DEVICE_ADDR;
    end
    else if (i2c_clk_pos_edge && i2c_pos_bit_cnt == I2C_ACK_BIT_CNT) begin
        if (i2c_ack_status == 1'd0) begin
            case (i2c_state_machine)
                I2C_GET_DEVICE_ADDR: begin
                    if (i2c_slave_input_shift[7:1] == I2C_SLAVE_DEVICE_ADDR) begin
                        if (i2c_slave_input_shift[0]) begin
                            i2c_state_machine <= I2C_MASTER_READ_REG;
                        end
                        else begin
                            i2c_state_machine <= I2C_GET_REG_ADDR;
                        end
                        i2c_transfer_direction <= i2c_slave_input_shift[0];
                    end
                    else begin
                        i2c_state_machine <= I2C_STAT_IDLE;
                    end
                end
                I2C_GET_REG_ADDR: begin
                    i2c_reg_addr_r <= i2c_slave_input_shift;
                    i2c_state_machine <= I2C_MASTER_WRITE_REG;
                end
                I2C_MASTER_WRITE_REG: begin
                    i2c_reg_addr_r <= i2c_reg_addr_r + 1'b1;
                    i2c_state_machine <= I2C_MASTER_WRITE_REG;
                end
                I2C_MASTER_READ_REG: begin
                    i2c_reg_addr_r <= i2c_reg_addr_r + 1'b1;
                    i2c_state_machine <= I2C_MASTER_READ_REG;
                end
                default:
                    i2c_state_machine <= I2C_STAT_IDLE;
            endcase
        end
        else begin
            i2c_state_machine <= I2C_STAT_IDLE;
        end
    end
end
always @ (posedge mod_clk) begin
    if (i2c_clk_neg_edge) begin
        if (i2c_neg_bit_cnt == I2C_ACK_BIT_CNT &&
            i2c_state_machine == I2C_MASTER_WRITE_REG) begin
                i2c_data_transfer_done_r <= 1;
        end
        else begin
            i2c_data_transfer_done_r <= 0;
        end
    end
    else if (i2c_clk_pos_edge) begin
        i2c_data_transfer_done_r <= 0;
    end
end
always @ (posedge mod_clk)
begin
    if (i2c_stop) begin
        i2c_neg_bit_cnt <= 4'd0;
        i2c_sda_out_ctr <= 1;
        i2c_start_status <= 0;
    end
    else if (i2c_start) begin
        i2c_neg_bit_cnt <= 4'd0;
        i2c_sda_out_ctr <= 1;
        i2c_start_status <= 1;
    end
    else begin
        if (i2c_clk_neg_edge &&
            i2c_start_status &&
            i2c_state_machine != I2C_STAT_IDLE) begin
            if (i2c_neg_bit_cnt == I2C_ACK_BIT_CNT) begin
                i2c_neg_bit_cnt <= 0;
                if (i2c_state_machine == I2C_GET_DEVICE_ADDR) begin
                    if (i2c_slave_input_shift[7:1] == I2C_SLAVE_DEVICE_ADDR) begin
                        i2c_sda_out_ctr <= 0;
                    end
                    else begin
                        i2c_sda_out_ctr <= 1;
                    end
                end
                else if (i2c_state_machine == I2C_GET_REG_ADDR || i2c_state_machine == I2C_MASTER_WRITE_REG) begin
                    i2c_sda_out_ctr <= 0;
                end
                else begin
                    i2c_sda_out_ctr <= 1;
                end
            end
            else if (i2c_neg_bit_cnt == 0) begin
                i2c_neg_bit_cnt <= i2c_neg_bit_cnt + 1'b1;
                i2c_slave_output_shift[7:0] <= i2c_data_in[7:0];
                if (i2c_state_machine == I2C_MASTER_READ_REG) begin
                    i2c_sda_out_ctr <= i2c_data_in[7];
                end
                else begin
                    i2c_sda_out_ctr <= 1;
                end
            end
            else begin
                i2c_neg_bit_cnt <= i2c_neg_bit_cnt + 1'b1;
                if (i2c_state_machine == I2C_MASTER_READ_REG) begin
                    i2c_sda_out_ctr <= i2c_slave_output_shift[7 - i2c_neg_bit_cnt];
                end
                else begin
                    i2c_sda_out_ctr <= 1;
                end
            end
        end
    end
end
always @ (posedge mod_clk)
begin
    if (i2c_stop || i2c_start) begin
        i2c_pos_bit_cnt <= 0;
    end
    else begin
        if (i2c_clk_pos_edge) begin
            if (i2c_pos_bit_cnt == I2C_ACK_BIT_CNT) begin
                i2c_pos_bit_cnt <= 0;
            end
            else begin
                i2c_pos_bit_cnt <= i2c_pos_bit_cnt + 1'b1;
                i2c_slave_input_shift[7:0] <= {i2c_slave_input_shift[6:0], i2c_sda_in};
            end
        end
    end
end
endmodule
==> flow/run.sh <==
#!/bin/bash
# OpenROAD 26Q1-2900-gdf79404cd8, Yosys 0.63+post, stock flow scripts
make -C /OpenROAD-flow-scripts/flow DESIGN_CONFIG=/design/flow/config.mk WORK_HOME=/design/flow/orfs finish
==> flow/config.mk <==
export PLATFORM = sky130hd
export DESIGN_NAME = i2c_slave
export DESIGN_NICKNAME = i2c_slave
export VERILOG_FILES = /design/flow/design.v
export SDC_FILE = /design/flow/constraint.sdc
export NUM_CORES = 4
export LEC_CHECK = 1
export CORE_UTILIZATION = 40
==> flow/constraint.sdc <==
current_design i2c_slave

set clk_period 3.5
set clk_io_pct 0.2

create_clock -name clk0 -period $clk_period [get_ports {mod_clk}]

set non_clock_inputs [all_inputs -no_clocks]
set_input_delay [expr $clk_period * $clk_io_pct] -clock clk0 $non_clock_inputs
set_output_delay [expr $clk_period * $clk_io_pct] -clock clk0 [all_outputs]
==> results.py <==
# Generated from Yosys and OpenROAD reports
metrics = {
    "cells_and_area": {
        "drive_above_1_share": 0.0962,
        "layout.cells.most_common": "sky130_fd_sc_hd__clkdlybuf4s50_1",
        "final.fill_count": 432,
        "layout_top_cells_excl_fill_tap": "29 x sky130_fd_sc_hd__clkdlybuf4s50_1, 26 x sky130_fd_sc_hd__edfxtp_1, 21 x sky130_fd_sc_hd__dfxtp_1, 17 x sky130_fd_sc_hd__nor2_1, 15 x sky130_fd_sc_hd__a21oi_1",
        "areaGrowthSynthToFinish_pct": 21.2,
    },
    "pwr": {
        "power_density_nw_per_um2": 409,
        "ir_worst_vdd_mv": 0.220,
        "total_leakage_power_nw": 0.895,
    },
    "place": {
        "gp_routability_congestion": 0.824,
        "place.detailed.hpwl_um": 2740,
        "buffer_ports.inserted": 29,
        "dp_worst_setup_slack_ns": 0.961,
    },
    "clock_tree": {
        "cts.sinks": 47,
        "cts_repair_resize_count": 0,
        "insertion_delay_ns": 0.29,
        "cts_tree": "yes",
        "clk_transition_reported_paths_ns": 0.08,
        "cts_root_buffer": "sky130_fd_sc_hd__clkbuf_8",
        "cts_max_level": 2,
        "clk_path_buf_depth": 2,
        "cts_inserted_buffers": 5,
        "post-cts-setup-buffer-count": 0,
        "cts.hold.buffers_added": 0,
    },
    "yosys": {
        "ys_warns": 2,
        "ys_seq_elements": 47,
        "ys_async_sr_fraction": 0,
        "ff_type": "sky130_fd_sc_hd__edfxtp_1",
        "ys_seq_frac": 0.577,
        "synth.avg_cell_area_sq_um": 11.8,
        "yosys-stat-cells": 176,
        "ys_chip_area_sq_um": 2080,
        "combined_area_of_all_synthesized_cells_sq_um": 2080,
        "number_of_synthesized_flops_with_an_enable_pin": 26,
        "syn_inst_count": 176,
        "library_cells_used_by_synthesis": 42,
    },
    "route": {
        "drt-vias-per-instance": 5.14,
        "drt_iter0_drc": 67,
        "drcViolationCount": 0,
        "n_antenna_cell": 0,
        "ant_nets": 0,
        "post_drt_wl_per_cell_um": 13.2,
        "num_vias": 1413,
        "drt-pass1-iter-count": 4,
        "wl_um": 3630,
    },
    "worst_setup_path": {
        "rr_endpoint": "i2c_reg_addr_r[1]",
        "critical-path-top-delay-family": "buffers and inverters",
        "worst-path-max-fanout": 8,
        "category_of_the_worst_setup_path_launch_point": "primary input",
        "setup.worst_path.start": "i2c_clk",
        "critical_path.slowest_cell": "sky130_fd_sc_hd__clkdlybuf4s50_1",
        "worstSetupEndpointType": "flip-flop",
        "timing.setup.critical_path_class": "primary input to flip-flop",
        "critical_path.most_common_cell": "sky130_fd_sc_hd__buf_4",
        "r2r_start": "i2c_clk_detector.sig_dly_2",
        "worstPathCellList": "clkdlybuf4s50_1 -> inv_1 -> nor2_1 -> buf_4 -> nor4_1 -> buf_4",
        "regToRegSetupSlack_ns": 1.74,
        "critical-path-max-stage-delay_ns": 0.54,
        "cp_num_buf_inv": 4,
        "reg2reg_depth": 4,
        "worst_ep_arrival_time_ns": 2.31,
        "required_ns": 3.55,
    },
    "grt": {
        "overflow": 0,
        "globalRouteTotalUtil": 0.147,
        "initial_antenna_violation_count": 0,
        "pin_count_of_the_biggest_net_entering_global_routing": 16,
        "first_global_vias": 1249,
        "first_pass_grt_wire_length_um": 5840,
    },
    "timing": {
        "period_used_share": 0.644,
        "timing.final.hold_violations": 0,
        "relSlewSlack": 0.608,
        "tightestPinTransition_ns": 0.586,
        "setup_repair_after_global_routing_missed_its_margin": "false",
        "report.final.slew_viol_count": 0,
        "fmax_mhz": 444,
        "worst_slack_ns": 1.25,
        "setup-tns-final_ns": 0,
        "setup_viol_count_final": 0,
        "final.min_clock_period_ns": 2.25,
        "skew_ns": 0.00634,
    },
    "floorplanning": {
        "io_pins": 30,
        "rows": 25,
        "floorplan.core_area_sq_um": 4880,
        "core_util_floorplan": 0.427,
        "dieArea_sq_um": 5500,
        "dieHeight_um": 74.1,
        "die_width_um": 74.1,
    },
    "outcome": {
        "run_status": "complete, no violations",
    },
    "worst_hold_path": {
        "hold_class": "flip-flop to flip-flop",
        "whs_endpoint": "i2c_clk_detector.sig_dly_1",
        "timing.hold.worst_path_depth": 0,
        "worstHoldStart": "i2c_clk_detector.sig_dly_0",
    },
    "run": {
        "openroad_warning_count": 28,
        "timing.max_cap.violations": 0,
    },
}
[worst max-delay path by stage]
stage,endpoint,slack (ns),cells past startpoint
6_report,i2c_slave_output_shift[7],1.25,6
5_1_grt,i2c_slave_output_shift[5],1.16,6
4_1_cts,i2c_slave_output_shift[5],1.26,6
[kinds of logic after synthesis]
| group | share of synthesized area |
|---|---|
| xor+xnor | 0.0421 |
| compound gates | 0.0998 |
| buf+inv | 0.0391 |
| mux | 0.0487 |
| simple gates | 0.151 |
| flops | 0.577 |
| fa+ha+maj | 0.0421 |
[final cells by class]
cell class,count,area [sq um],area share
well taps,67,83.8,0.0332
inverters,10,37.5,0.0149
clock inverters,1,5.00,0.00198
multi-input cells,112,801,0.317
flip-flops and latches,47,1200,0.476
clock buffers,6,82.6,0.0327
repair buffers,32,313,0.124
[cell usage after synthesis, drive strengths merged, types with 3 or more instances]
cell type / instances / area, sq um
nor4: 3 / 25.0
ha: 7 / 87.6
dfxtp: 21 / 420
nor3: 5 / 25.0
xnor2: 5 / 43.8
nor2: 17 / 63.8
buf: 4 / 32.5
nand3b: 4 / 30.0
a21oi: 15 / 75.1
inv: 10 / 37.5
mux2i: 3 / 30.0
nand3: 5 / 25.0
o21ai: 4 / 20.0
nand2: 11 / 41.3
clkbuf: 3 / 11.3
xor2: 5 / 43.8
edfxtp: 26 / 781
[report_power, final]
group	internal [mW]	total [mW]	switching (mW)	leakage, nW
clock	0.155	0.319	0.164	0.0470
sequential	0.604	0.626	0.0228	0.411
combinational	0.0465	0.0873	0.0408	0.437
[routing by layer]
| metal | wire (um) | GRT usage | up-vias |
|---|---|---|---|
| li1 | - | - | 697 |
| met1 | 1710 | 0.232 | 664 |
| met2 | 1650 | 0.223 | 47 |
| met3 | 222 | 0.0330 | 5 |
| met4 | 47 | 0.0235 | 0 |
| met5 | 0 | 0 | - |
[sequential cells by signal, summed over array words and instances, names as in the netlist]
register / count
i2c_clk_detector.sig_dly_1: 1
i2c_data_transfer_done_r: 1
i2c_transfer_direction: 1
i2c_sda_detector.sig_dly_0: 1
i2c_clk_detector.sig_dly_2: 1
i2c_neg_bit_cnt: 4
i2c_sda_detector.sig_dly_1: 1
i2c_start_status: 1
i2c_slave_output_shift: 8
i2c_state_machine: 3
i2c_slave_input_shift: 8
i2c_clk_detector.sig_dly_3: 1
i2c_reg_addr_r: 8
i2c_pos_bit_cnt: 4
i2c_clk_detector.sig_dly_0: 1
i2c_sda_out_ctr: 1
i2c_sda_detector.sig_dly_2: 1
i2c_sda_detector.sig_dly_3: 1
[worst reg2reg max path: stages, from the launching register on]
cell                        delay (ns)
sky130_fd_sc_hd__dfxtp_1          0.35
sky130_fd_sc_hd__ha_1             0.33
sky130_fd_sc_hd__nand4b_1         0.20
sky130_fd_sc_hd__a2111oi_1        0.36
sky130_fd_sc_hd__buf_4            0.24
[per-stage QoR]
stage | cell area [sq um] | total power [mW] | utilization | hold WS, ns | cells
after global routing | 2520 | 1.08 | 0.517 | 0.338 | 275
final | 2520 | 1.03 | 0.517 | 0.330 | 275
after global placement | 2440 | 0.724 | 0.499 | 0.312 | 268
after CTS | 2520 | 1.04 | 0.517 | 0.332 | 275
after floorplan | 2080 | 0.687 | - | 0.310 | 176
after detailed placement | 2440 | 0.726 | 0.499 | 0.314 | 268
No activity file was given, so power comes from the tool's default toggle rates.
